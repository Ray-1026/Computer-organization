==> design/flow/design.v <==
`timescale 1ns/1ps
module alu(
    clk,             
    rst_n,           
    src1,            
    src2,            
    ALU_control,     
    result,          
    zero,            
    cout,            
    overflow         
);
input clk;
input rst_n;
input [31:0] src1;
input [31:0] src2;
input [3:0] ALU_control;
output [32-1:0] result;
output zero;
output cout;
output overflow;
reg [32-1:0] result;
reg zero, cout, overflow;
wire set;
wire [32-1:0]carryout;
wire [32-1:0]temp_res;
alu_top ALU00(
    .src1(src1[0]),
    .src2(src2[0]),
    .less(set),
    .A_invert(ALU_control[3]),
    .B_invert(ALU_control[2]),
    .cin(ALU_control[3:2]==2'b01),
    .operation(ALU_control[1:0]),
    .result(temp_res[0]),
    .cout(carryout[0])
);
genvar idx;
generate
    for(idx=1;idx<=31;idx=idx+1) begin
        alu_top ALU01_to_31(
            .src1(src1[idx]),
            .src2(src2[idx]),
            .less(1'b0),
            .A_invert(ALU_control[3]),
            .B_invert(ALU_control[2]),
            .cin(carryout[idx-1]),
            .operation(ALU_control[1:0]),
            .result(temp_res[idx]),
            .cout(carryout[idx])
        );
    end
endgenerate
assign set=src1[31]^(~src2[31])^carryout[30];
always@(posedge clk or negedge rst_n) 
begin
	if(!rst_n) begin
        result=0;
        zero=1'b0;
        cout=1'b0;
        overflow=1'b0;
	end
	else begin
        cout=1'b0;
        overflow=1'b0;
        result=temp_res;
        if(ALU_control[1:0]==2'b10) begin
            cout=carryout[31];
            if(ALU_control[2]==1'b0) begin
                overflow=(src1[31]&src2[31]&(~result[31]))|((~src1[31])&(~src2[31])&result[31]);
            end
            else begin
                overflow=((~src1[31])&src2[31]&result[31])|(src1[31]&(~src2[31])&(~result[31]));
            end
        end
        if(result==0) begin
            zero=1'b1;
        end
        else begin
            zero=1'b0;
        end
	end
end
endmodule
`timescale 1ns/1ps
module alu_top(
    src1,        
    src2,        
    less,        
    A_invert,    
    B_invert,    
    cin,         
    operation,   
    result,      
    cout         
);
input src1;
input src2;
input less;
input A_invert;
input B_invert;
input cin;
input [1:0] operation;
output result;
output cout;
reg result, cout;
always@(*) begin
    case({A_invert, B_invert, operation})
        4'b0000: begin
            cout=0;
            result=src1&src2;
        end
        4'b0001: begin
            cout=0;
            result=src1|src2;
        end
        4'b0010: begin
            {cout, result}=cin+src1+src2;
        end
        4'b0110: begin
            {cout, result}=cin+src1+(!src2);
        end
        4'b1100: begin
            cout=0;
            result=(~src1)&(~src2);
        end
        4'b0111: begin
            result=less;
            cout=(cin&src1)|(src1&(~src2))|(cin&(~src2));
        end
    endcase
end
endmodule
==> design/flow/run.sh <==
#!/bin/bash
# OpenROAD 26Q1-2900-gdf79404cd8, Yosys 0.63+post, stock flow scripts
make -C /OpenROAD-flow-scripts/flow DESIGN_CONFIG=/design/flow/config.mk WORK_HOME=/design/flow/orfs finish
==> design/flow/config.mk <==
export PLATFORM = sky130hd
export DESIGN_NAME = alu
export DESIGN_NICKNAME = alu
export VERILOG_FILES = /design/flow/design.v
export SDC_FILE = /design/flow/constraint.sdc
export NUM_CORES = 4
export LEC_CHECK = 1
export CORE_UTILIZATION = 50
==> design/flow/constraint.sdc <==
current_design alu

set clk_period 1.0
set clk_io_pct 0.2

create_clock -name clk0 -period $clk_period [get_ports {clk}]

set non_clock_inputs [all_inputs -no_clocks]
set_input_delay [expr $clk_period * $clk_io_pct] -clock clk0 $non_clock_inputs
set_output_delay [expr $clk_period * $clk_io_pct] -clock clk0 [all_outputs]
==> run notes <==
The run finished with clean final reports. Per the OpenROAD floorplan log, the area of the die is 12700 um2. Overall power consumption after layout is estimated at 5.46 mW. TritonCTS built the clock tree. The tools report the sum of routed wire length over all layers as 14.5 mm.

Of the total synthesized cell area, the portion taken by full adders, half adders and majority gates is 32.2%. The number of hold violations in the final report is 0. The slowest stage of the critical path belongs to the cell dfrtp_1.

The synthesis run shows multiplexers occupying 0.694% of the cell area. Summed over all layers, the global routing overflow is 0. Synthesis handed over a netlist of 630 instances. The highest supply drop recorded on VDD is 0.000566 V. Number of buffers and inverters on the critical path: 1. Per the synth stats, the proportion of register bits with asynchronous set or reset is 35.4%. In this run, synthesis produced a sequential element count of 99.

The tree is rooted in a clkbuf_16. Final non-filler cell total: 875. The path class of the tightest hold or removal check is in2async. The H-tree was split into 2 levels. With the cell total in the yosys stat output at 630, the layout overhead on the synthesized area is 19.4%. The run gives 4848 as the number of global-route vias before repair. At the pin with the least slew margin, the transition time is 0.996 ns.

Yosys mapped the design onto 46 distinct sky130hd cell types. Once routing completed, OpenROAD measured the worst setup slack at 0.0487 ns. The report lists the cells along the critical path as buf_2.

The detail-routed via count per cell was 5.45; the number of cells after detailed placement was 867. The via count is 4771. In the setup report, the worst path falls into the class reg2out.

In this run the deepest clock path goes through 2 buffers. The number of clock buffers added by TritonCTS is 5. In this run the maximum-capacitance check reported violations numbering 0. The count of buffers added by post-CTS timing repair for setup is 0. Dominant combinational cell family by area after synthesis: adder cells. The first detailed-routing pass ran for 4 iterations. At the worst endpoint, the required time is 0.80 ns. In this build the clock could be raised as far as 1050 MHz. For reference, the clock transition at the flip-flops on the worst setup and hold paths is 0.05 ns. The final critical-path required period came out at 0.951 ns.

After floorplanning, the core was sized to cover 12000 um2. The post-route netlist has 10.4% of its cells at a drive strength greater than 1. The floorplan step set the die width to 113 um.

Per the post-route antenna check, the number of violating nets is 0. The first routing iteration left 229 violations. A synthesized cell averages 9.73 um2. The delay contributed by the slowest stage of the critical path came out at 0.36 ns. Measured against its own limit, the worst slew margin works out to 33.1%. For the completed layout, the total cell area is recorded as 7320 um2. The tools report the placement-stage cell area as 7340 um2. The count of buffers added on input and output ports is 104. The count of fill cells added during filler insertion is 998, and the post-place setup slack is -0.732 ns.

After synthesis the cells add up to 6130 um2. Static power due to leakage: 3.04 nW. Once detailed placement completed, the half-perimeter wirelength came to 10.8 mm. The worst setup path is launched from a flop. The standard-cell row count came out at 40. The first global-routing pass estimated 24.3 mm of wire. The count of hold-fix buffers inserted at cts is 0. The total number of warnings across the stage logs was 69. The number of enable flip-flop cells was 0.

Setup repair after global routing left no endpoint under its margin. The largest fanout on the critical path works out to 1. Post-synthesis, Yosys gives the total cell area as 6130 um2.

The timer found 64 register pins that no clock reaches; their paths are not timed. Measured along the y axis, the die boundary spans 113 um. For the count of boundary I/O pins, the log shows 105. The run gives 0 as the final max-slew violation count. 97 endpoints have no timing constraint.

Of the available clock period, the critical path in the final layout requires 95.1%. 0 antenna diodes ended up in the layout. In the final routed layout, each cell accounts on average for 16.6 um. The floorplan core density came out at 51.2%. The most common flop cell mapped by yosys is dlxtn_1. Compound-cell area share of the yosys netlist: 19.6%. The cell family contributing the most delay on the critical path is flip-flops. Across every metal layer, demand over resource in global routing totals 26.3%. The routability-driven placement congestion ratio is 0.861.

In this run, the synthesized area fraction spent on and/or/nand/nor cells is recorded as 8.82%. The last timing report of the flow puts the setup violation total at 0. With the count of unresolved DRC violations after routing at 0, the pin count of the biggest net entering global routing is 65. The power density over the cells is 747 nW/um2, and the xor and xnor fraction of the mapped netlist area is 0%.

The logic depth of the worst setup path including buffers was 1. The Yosys step of the flow raised 2 warnings. The number of antenna violations at the first check in global routing came out at 0. The sort of element at the end of the critical path is a primary output.

The run gives 0.75 ns as the endpoint arrival time on the critical path.
## power by group
part           switching [mW]  total, mW  leakage, nW  internal [mW]
Clock                   0.529       1.59       0.0772           1.06
Sequential              0.135       1.99        0.933           1.85
Combinational            1.06       1.89         2.03          0.833
Total                    1.72       5.46         3.04           3.74
## layer usage
metal / vias to the layer above / GRT usage [%] / share of wire, %
met5: - / 0 / 0
met4: 0 / 3.47 / 1.4
met3: 17 / 6.22 / 6.9
met2: 159 / 38.8 / 45
met1: 2319 / 44.5 / 46
li1: 2276 / - / -
## repair_timing
item,CTS,global route
resized,107,10
endpoints found under the setup margin,36,9
pin swaps,0,0
## stage by stage
| step | hold WS, ns | util, % | setup TNS (ns) |
|---|---|---|---|
| after floorplan | -0.0956 | - | -0.167 |
| after global placement | 0.590 | 61.4 | -0.690 |
| after detailed placement | 0.592 | 61.4 | -0.732 |
| after CTS | 0.293 | 61.5 | 0 |
| after global routing | 0.309 | 61.2 | 0 |
| final | 0.288 | 61.2 | 0 |
## cell families after synthesis
| kind of cell | Yosys count |
|---|---|
| adders and majority gates | 100 |
| latches | 64 |
| buffers and inverters | 129 |
| DFF | 35 |
| muxes | 3 |
| and+or+nand+nor | 111 |
| AOI/OAI and AO/OA | 188 |
## cells in the mapped netlist (2+ instances only)
cell | n | area [um2]
o311ai_0 | 8 | 70.1
nor3_1 | 4 | 20.0
o2bb2ai_1 | 3 | 26.3
o2111ai_1 | 3 | 26.3
nand2b_1 | 2 | 12.5
nand2_1 | 53 | 199
fa_1 | 96 | 1920
a21oi_1 | 46 | 230
nor4_1 | 8 | 50.1
nand3_1 | 3 | 15.0
dfrtp_1 | 35 | 876
nand4_1 | 3 | 18.8
ha_1 | 4 | 50.1
buf_2 | 9 | 45.0
clkbuf_1 | 13 | 48.8
buf_6 | 5 | 56.3
a31oi_1 | 9 | 56.3
nor2_1 | 25 | 93.8
nor2b_1 | 3 | 18.8
o21ai_0 | 55 | 275
o221ai_1 | 26 | 228
a211oi_1 | 4 | 30.0
o22ai_1 | 5 | 31.3
buf_1 | 2 | 7.51
mux2i_1 | 2 | 20.0
o21a_1 | 9 | 67.6
a22oi_1 | 2 | 15.0
dlxtn_1 | 64 | 961
o211ai_1 | 15 | 113
inv_1 | 98 | 368
## area by class of cell
class	instances	area [um2]	share of cell area (%)
Sequential cell	99	1840	25.1
Inverter	98	368	5.03
Tap cell	147	184	2.51
Multi-Input combinational cell	402	3770	51.5
Clock buffer	8	156	2.14
Timing Repair Buffer	121	1000	13.7
## worst max path at each step
stage | start | endpoint | slack [ns]
finish | result[11] | result[11] | 0.05
global route | ALU_control[2] | overflow | 0.02
CTS | result[13] | result[13] | 0.00005
## placed cells by master, fill, tap and decap left out, types with 4 or more instances in the layout
cell type         n
dfrtp_1          35
nor2_1           25
nand2_1          53
buf_4            18
o21a_1            9
buf_2            27
nor4_1            8
o221ai_1         26
dlxtn_1          64
o311ai_0          8
a21oi_1          46
o211ai_1         15
clkbuf_16         5
fa_1             96
clkbuf_2          8
o21ai_0          55
o22ai_1           5
a211oi_1          4
a31oi_1           9
inv_1            96
clkdlybuf4s50_1  67
## registers in the layout, indices dropped and copies added (netlist names)
register and flops:
genblk1.ALU01_to_31.cout 31, zero 1, overflow 1, ALU00.result 1
cout 1, ALU00.cout 1, result 32, genblk1.ALU01_to_31.result 31
Power and IR drop assume default switching activity.
